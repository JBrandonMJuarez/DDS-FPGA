[./design.v]
module freq_scale(
	input			[ 3:0]	f0_in,
	input			[ 3:0]	f1_in,
	input			[ 3:0]	f2_in,
	input			[ 3:0]	f3_in,
	input			[ 3:0]	f4_in,
	input			[ 3:0]	scale0_in,
	input			[ 3:0]	scale1_in,				
	input			[ 3:0]	scale2_in,				
	input			[ 3:0]	scale3_in,				
	input			[ 3:0]	scale4_in,
	output		[23:0]	f0_out,
	output		[23:0]	f1_out,
	output		[23:0]	f2_out,
	output		[23:0]	f3_out,
	output		[23:0]	f4_out
);
	assign f0_out =	(scale0_in == 4'b0001) ? f0_in : (scale0_in == 4'b0010) ? f0_in * 11 : (scale0_in == 4'b0100) ? f0_in * 101 : (scale0_in == 4'b1000) ? f0_in * 1001 : 0;
	assign f1_out =	(scale1_in == 4'b0001) ? f1_in : (scale1_in == 4'b0010) ? f1_in * 11 : (scale1_in == 4'b0100) ? f1_in * 101 : (scale1_in == 4'b1000) ? f1_in * 1001 : 0;
	assign f2_out =	(scale2_in == 4'b0001) ? f2_in : (scale2_in == 4'b0010) ? f2_in * 11 : (scale2_in == 4'b0100) ? f2_in * 101 : (scale2_in == 4'b1000) ? f2_in * 1001 : 0;
	assign f3_out =	(scale3_in == 4'b0001) ? f3_in : (scale3_in == 4'b0010) ? f3_in * 11 : (scale3_in == 4'b0100) ? f3_in * 101 : (scale3_in == 4'b1000) ? f3_in * 1001 : 0;
	assign f4_out =	(scale4_in == 4'b0001) ? f4_in : (scale4_in == 4'b0010) ? f4_in * 11 : (scale4_in == 4'b0100) ? f4_in * 101 : (scale4_in == 4'b1000) ? f4_in * 1001 : 0;
endmodule
[./run.sh]
#!/bin/bash
# OpenROAD 26Q1-2900-gdf79404cd8, Yosys 0.63+post, stock flow scripts
make -C /OpenROAD-flow-scripts/flow DESIGN_CONFIG=/design/flow/config.mk WORK_HOME=/design/flow/orfs finish
[./config.mk]
export PLATFORM = sky130hd
export DESIGN_NAME = freq_scale
export DESIGN_NICKNAME = freq_scale
export VERILOG_FILES = /design/flow/design.v
export SDC_FILE = /design/flow/constraint.sdc
export NUM_CORES = 4
export LEC_CHECK = 1
export CORE_UTILIZATION = 40
[./constraint.sdc]
current_design freq_scale

set clk_period 3.6
set clk_io_pct 0.2

create_clock -name clk0 -period $clk_period

set non_clock_inputs [all_inputs -no_clocks]
set_input_delay [expr $clk_period * $clk_io_pct] -clock clk0 $non_clock_inputs
set_output_delay [expr $clk_period * $clk_io_pct] -clock clk0 [all_outputs]
==> summary.txt <==
The synthesis and PnR run went through. The initial antenna violation count was 0. Register area landed at 0 µm². Setup repair after global routing could not meet its margin everywhere. Power density normalized to cell area landed at about 240 mW/mm². Post-place setup slack landed at -1.25 ns. The script extracted a total leakage power of 5.46 nW.

The number of global-route vias before repair is ~7000. Core utilization before placement landed at 0.410. For the worst setup path, the data required time is between 2 and 3 ns. The power report attributes to the sequential group a share of 0. Per the STA report, the cell with the highest stage delay on the worst path is sky130_fd_sc_hd__fa_1. After detailed routing, no signal wire sits above met4. The power report attributes to the combinational group a share of 1.000. Clock group share of total power landed at 0.

Area of all placed cells without fillers landed at ~0.012 mm². Before any placement, the netlist area is recorded as 0.00654 mm². Half-perimeter wire length of the detailed placement result landed at between 15 and 20 mm. STA classifies the critical path endpoint as an output port. Vertical die dimension landed at 130 µm. Tally of buffers added on design ports landed at about 110.

Maximum VDD drop landed at between 200 and 250 µV. The floorplan has roughly 46 rows. The flow ran to the end, but the final reports show violations.

Arrival time at the worst endpoint landed at approximately 3.4 ns. DRC violation count after routing landed at 0. The first global-routing pass estimated ~33 mm of wire. Per Yosys stat, the portion of area used by sequential elements is 0. The post-route report lists met1 wire length as 11.0 mm. The library cell used most frequently in the layout, excluding fill and tap cells, is sky130_fd_sc_hd__buf_4. The stat command in Yosys gives a chip area of around 0.0065 mm². In this run the horizontal extent of the chip is about 130 µm. Overall power consumption after layout is estimated at 0.00278 W. The worst setup path is launched from a primary input. Wire segments on met2 add up to 10.1 mm in the final route. After floorplanning, the die was sized to cover between 0.015 and 0.02 mm². Maximum fanout along the worst path landed at 3. The number of cells reported by Yosys stat comes to a little over 800. In the final routed layout, each cell accounts on average for ~15 µm. Per the hold report, the tightest min-delay path originates at f4_in[1]. After detailed routing, the number of vias per cell comes to 5.20. The signal on the critical path passes through buf_8 > fa_1 > inv_2 > fa_1 > inv_2 > ha_4 > o21ai_4 > a22o_1 > or3_4 > a31o_1 > a21oi_2 > buf_2. Count of endpoints failing hold in the final timing report landed at 0.

The core region is about 0.016 mm². Total number of vias landed at about 7500. Clock buffer count in the final layout landed at 0.

The global route stage reports its total congestion overflow as 0. Antenna diode count landed at 0. Max-cap check violation count landed at 0. Final-report setup violation count landed at 27. The violation tally recorded at the end of detailed-routing iteration 0 is approximately 320. 160 I/O pins were placed. After layout, the worst setup slack is -0.471 ns.

Count of TritonRoute iterations in the first routing pass landed at 7. Number of inserted filler cells in the final layout landed at just over 1000. For this run, the slowest stage of the critical path takes approximately 0.59 ns. The script computed the net switching share of total power as 0.439.

Number of warnings in the stage logs landed at around 60. Summed over all layers, the routed wires come to roughly 22 mm. Layout-stage area growth over the synthesis result landed at 78.7%. After routing, the total negative slack on setup checks comes to -7.26 ns.

Final hold slack landed at around 2.1 ns. Portion of the clock cycle consumed by the worst path in the final layout landed at 1.13. Entering global routing, the biggest net connects 12 pins.

The final reports fail on negative setup slack. The synthesized instance count is a little over 800. Switching power summed over all nets landed at 0.00122 W.

The setup path with the least slack is of type primary input to output port. Yosys warning count landed at 0. The top cell types in the final layout, fill and taps aside, are 279 x sky130_fd_sc_hd__buf_4, 75 x sky130_fd_sc_hd__ha_4, 68 x sky130_fd_sc_hd__ha_1, 50 x sky130_fd_sc_hd__nor2_1, 50 x sky130_fd_sc_hd__conb_1. Yosys mapped the design onto 64 distinct sky130hd cell types. Per the layout area report, the combinational gate area comes to 0.00762 mm².

Tally of nets with antenna violations remaining after routing landed at 0. Per the gpl log, the routability congestion estimate is 0.923. In this run the cell area measured after placement is 0.00962 mm².

Synthesized area per cell landed at 8.06 µm². Final count of pins violating max slew landed at 0. The routed design could run at a clock period as short as slightly above 4 ns. Layout cell share with drive strength beyond 1 landed at 0.483. Total global-route track usage over all layers is 0.247. The detailed router reports a met3 wire length of 983 µm. Note that the worst hold path type here is primary input to output port. The launch point of the critical path was reported as f0_in[2]. In the power breakdown, the internal column shows roughly 0.0016 W. The number of sequential cells reported for the layout is 0.

The highest clock rate this design can be run at is between 0.2 and 0.25 GHz.
==> cells in the mapped netlist, drive strengths merged (6+ instances only) <==
library cell	instances	area share
xnor2	36	0.048
nor3b	6	0.0077
nor2b	13	0.012
nand2b	9	0.0098
a21oi	49	0.039
o21ai	41	0.033
a22o	14	0.019
o22ai	11	0.011
a221oi	6	0.0080
clkbuf	8	0.0046
xor2	40	0.054
or3	8	0.0084
ha	150	0.29
inv	60	0.034
nand4	12	0.011
nor3	14	0.012
a31oi	28	0.027
nand2	27	0.016
a21boi	6	0.0069
nor2	58	0.033
o211ai	7	0.0080
nand3b	8	0.0092
a211oi	16	0.018
buf	57	0.064
nand3	14	0.011
a22oi	13	0.015
a21o	16	0.018
fa	35	0.11
==> worst paths after layout <==
kind	slack, ns	cells after the start	end
max	-0.47	12	f0_out[13]
min	2.13	7	f4_out[4]
==> power groups by stage <==
stage / clock [W] / combinational (W) / sequential, W
after global routing: 0 / 0.00302 / 0
final: 0 / 0.00278 / 0
after CTS: 0 / 0.00245 / 0
==> per-layer routing <==
layer	vias to the layer above	track usage
li1	3743	-
met1	3551	0.382
met2	191	0.400
met3	12	0.0171
met4	0	0.0130
met5	-	0
==> stage by stage <==
step	cells	util
after CTS	1421	0.699
after global routing	1443	0.733
after floorplan	860	-
after detailed placement	1374	0.603
final	1443	0.733
after global placement	1374	0.603
==> area by class of cell <==
| cell class | count | area share |
|---|---|---|
| well taps | 216 | 0.0231 |
| repair buffers | 432 | 0.305 |
| multi-input cells | 735 | 0.653 |
| inverters | 60 | 0.0193 |
==> critical path: cells and delay by family <==
kind,cells,cell delay (ns)
simple gates,1,0.33
fa+ha+maj,3,1.36
buf+inv,4,0.32
compound gates,4,0.60
==> cell families (layout without fill, tap and decap cells) <==
group / Yosys count / count (layout) / share of synthesized area
compound gates: 234 / 234 / 0.238
fa+ha+maj: 185 / 185 / 0.394
simple gates: 185 / 185 / 0.154
buf+inv: 125 / 492 / 0.104
xor+xnor: 76 / 76 / 0.102
mux: 5 / 5 / 0.00766
other cells: 1 / 50 / 0.000574
==> timing repair <==
action,CTS,global route
gates resized,403,99
hold buffers,0,0
pin swaps,174,135
setup buffers,48,30
setup endpoints to repair,60,47
endpoints found under the hold margin,0,0
Power is estimated from default activity; no workload was simulated.
