## flow/design.v

```verilog
module UART_module (
    input               clk,          
    input               resetn,       
    input   wire        uart_rxd,     
    output  wire        uart_txd,     
    output  wire [7:0]  rx_data,      
    input   wire [7:0]  tx_data       
);
parameter CLK_HZ        = 50000000;   
parameter BIT_RATE      = 9600;       
parameter PAYLOAD_BITS  = 8;          
wire [PAYLOAD_BITS-1:0] uart_rx_data;
wire                    uart_rx_valid;
wire                    uart_rx_break;
wire                    uart_tx_busy;
wire                    uart_tx_en;
reg [PAYLOAD_BITS-1:0] rx_data_reg;
assign rx_data = rx_data_reg;
assign uart_tx_en = uart_rx_valid;
always @(posedge clk) begin
    if (!resetn) begin
        rx_data_reg <= 8'hF0;
    end else if (uart_rx_valid) begin
        rx_data_reg <= uart_rx_data;
    end
end
UART_rs232_rx #(
    .BIT_RATE     (BIT_RATE),
    .PAYLOAD_BITS (PAYLOAD_BITS),
    .CLK_HZ       (CLK_HZ)
) uart_rx_inst (
    .clk            (clk),
    .resetn         (resetn),
    .uart_rxd       (uart_rxd),
    .uart_rx_en     (1'b1),
    .uart_rx_break  (uart_rx_break),
    .uart_rx_valid  (uart_rx_valid),
    .uart_rx_data   (uart_rx_data)
);
UART_rs232_tx #(
    .BIT_RATE     (BIT_RATE),
    .PAYLOAD_BITS (PAYLOAD_BITS),
    .CLK_HZ       (CLK_HZ)
) uart_tx_inst (
    .clk            (clk),
    .resetn         (resetn),
    .uart_txd       (uart_txd),
    .uart_tx_en     (uart_tx_en),
    .uart_tx_busy   (uart_tx_busy),
    .uart_tx_data   (tx_data)
);
endmodule
module UART_rs232_rx #(
    parameter BIT_RATE      = 9600,
    parameter CLK_HZ        = 48_000_000,
    parameter PAYLOAD_BITS  = 8,
    parameter STOP_BITS     = 1
)(
    input  wire                   clk,             
    input  wire                   resetn,          
    input  wire                   uart_rxd,        
    input  wire                   uart_rx_en,      
    output wire                   uart_rx_break,   
    output wire                   uart_rx_valid,   
    output reg  [PAYLOAD_BITS-1:0] uart_rx_data    
);
    localparam integer BIT_PERIOD_NS     = 1_000_000_000 / BIT_RATE;
    localparam integer CLK_PERIOD_NS     = 1_000_000_000 / CLK_HZ;
    localparam integer CYCLES_PER_BIT    = BIT_PERIOD_NS / CLK_PERIOD_NS;
    localparam integer COUNT_REG_LEN     = 1 + $clog2(CYCLES_PER_BIT);
    reg rxd_sync_0, rxd_sync_1;
    reg [PAYLOAD_BITS-1:0] received_data;
    reg [COUNT_REG_LEN-1:0] cycle_counter;
    reg [3:0] bit_counter;
    reg sampled_bit;
    reg [2:0] fsm_state, next_fsm_state;
    localparam FSM_IDLE  = 3'd0;
    localparam FSM_START = 3'd1;
    localparam FSM_RECV  = 3'd2;
    localparam FSM_STOP  = 3'd3;
    assign uart_rx_valid = (fsm_state == FSM_STOP) && (next_fsm_state == FSM_IDLE);
    assign uart_rx_break = uart_rx_valid && ~|received_data;
    always @(posedge clk) begin
        if (!resetn) begin
            uart_rx_data <= {PAYLOAD_BITS{1'b0}};
        end else if (fsm_state == FSM_STOP) begin
            uart_rx_data <= received_data;
        end
    end
    wire bit_complete   = (cycle_counter == CYCLES_PER_BIT) ||
                          (fsm_state == FSM_STOP && cycle_counter == CYCLES_PER_BIT / 2);
    wire all_bits_done  = (bit_counter == PAYLOAD_BITS);
    always @(*) begin
        case (fsm_state)
            FSM_IDLE:  next_fsm_state = rxd_sync_1 ? FSM_IDLE : FSM_START;
            FSM_START: next_fsm_state = bit_complete ? FSM_RECV : FSM_START;
            FSM_RECV:  next_fsm_state = all_bits_done ? FSM_STOP : FSM_RECV;
            FSM_STOP:  next_fsm_state = bit_complete ? FSM_IDLE : FSM_STOP;
            default:   next_fsm_state = FSM_IDLE;
        endcase
    end
    integer i;
    always @(posedge clk) begin
        if (!resetn || fsm_state == FSM_IDLE) begin
            received_data <= {PAYLOAD_BITS{1'b0}};
        end else if (fsm_state == FSM_RECV && bit_complete) begin
            received_data[PAYLOAD_BITS-1] <= sampled_bit;
            for (i = PAYLOAD_BITS-2; i >= 0; i = i - 1) begin
                received_data[i] <= received_data[i+1];
            end
        end
    end
    always @(posedge clk) begin
        if (!resetn || fsm_state != FSM_RECV) begin
            bit_counter <= 4'b0;
        end else if (fsm_state == FSM_RECV && bit_complete) begin
            bit_counter <= bit_counter + 1'b1;
        end
    end
    always @(posedge clk) begin
        if (!resetn) begin
            sampled_bit <= 1'b0;
        end else if (cycle_counter == CYCLES_PER_BIT / 2) begin
            sampled_bit <= rxd_sync_1;
        end
    end
    always @(posedge clk) begin
        if (!resetn || bit_complete) begin
            cycle_counter <= {COUNT_REG_LEN{1'b0}};
        end else if (fsm_state == FSM_START || fsm_state == FSM_RECV || fsm_state == FSM_STOP) begin
            cycle_counter <= cycle_counter + 1'b1;
        end
    end
    always @(posedge clk) begin
        if (!resetn) begin
            fsm_state <= FSM_IDLE;
        end else begin
            fsm_state <= next_fsm_state;
        end
    end
    always @(posedge clk) begin
        if (!resetn) begin
            rxd_sync_0 <= 1'b1;
            rxd_sync_1 <= 1'b1;
        end else if (uart_rx_en) begin
            rxd_sync_0 <= uart_rxd;
            rxd_sync_1 <= rxd_sync_0;
        end
    end
endmodule
module UART_rs232_tx #(
    parameter BIT_RATE      = 9600,          
    parameter CLK_HZ        = 48_000_000,    
    parameter PAYLOAD_BITS  = 8,             
    parameter STOP_BITS     = 1              
)(
    input  wire                     clk,            
    input  wire                     resetn,         
    output wire                     uart_txd,       
    output wire                     uart_tx_busy,   
    input  wire                     uart_tx_en,     
    input  wire [PAYLOAD_BITS-1:0] uart_tx_data     
);
    localparam integer BIT_PERIOD_NS     = 1_000_000_000 / BIT_RATE;
    localparam integer CLK_PERIOD_NS     = 1_000_000_000 / CLK_HZ;
    localparam integer CYCLES_PER_BIT    = BIT_PERIOD_NS / CLK_PERIOD_NS;
    localparam integer COUNT_REG_LEN     = 1 + $clog2(CYCLES_PER_BIT);
    localparam FSM_IDLE  = 3'd0;
    localparam FSM_START = 3'd1;
    localparam FSM_SEND  = 3'd2;
    localparam FSM_STOP  = 3'd3;
    reg [2:0] fsm_state, next_fsm_state;
    reg [3:0] bit_counter;
    reg [COUNT_REG_LEN-1:0] cycle_counter;
    reg [PAYLOAD_BITS-1:0] tx_data_buffer;
    reg txd_reg;
    assign uart_txd     = txd_reg;
    assign uart_tx_busy = (fsm_state != FSM_IDLE);
    wire bit_done      = (cycle_counter == CYCLES_PER_BIT);
    wire payload_sent  = (bit_counter == PAYLOAD_BITS);
    wire stop_sent     = (bit_counter == STOP_BITS && fsm_state == FSM_STOP);
    always @(*) begin
        case (fsm_state)
            FSM_IDLE:  next_fsm_state = uart_tx_en     ? FSM_START : FSM_IDLE;
            FSM_START: next_fsm_state = bit_done       ? FSM_SEND  : FSM_START;
            FSM_SEND:  next_fsm_state = payload_sent   ? FSM_STOP  : FSM_SEND;
            FSM_STOP:  next_fsm_state = stop_sent      ? FSM_IDLE  : FSM_STOP;
            default:   next_fsm_state = FSM_IDLE;
        endcase
    end
    always @(posedge clk) begin
        if (!resetn)
            fsm_state <= FSM_IDLE;
        else
            fsm_state <= next_fsm_state;
    end
    integer i;
    always @(posedge clk) begin
        if (!resetn) begin
            tx_data_buffer <= {PAYLOAD_BITS{1'b0}};
        end else if (fsm_state == FSM_IDLE && uart_tx_en) begin
            tx_data_buffer <= uart_tx_data;
        end else if (fsm_state == FSM_SEND && bit_done) begin
            for (i = PAYLOAD_BITS - 2; i >= 0; i = i - 1)
                tx_data_buffer[i] <= tx_data_buffer[i + 1];
        end
    end
    always @(posedge clk) begin
        if (!resetn) begin
            bit_counter <= 4'd0;
        end else if (fsm_state == FSM_SEND && next_fsm_state == FSM_STOP) begin
            bit_counter <= 4'd0;
        end else if (fsm_state == FSM_IDLE || fsm_state == FSM_START) begin
            bit_counter <= 4'd0;
        end else if ((fsm_state == FSM_SEND || fsm_state == FSM_STOP) && bit_done) begin
            bit_counter <= bit_counter + 1'b1;
        end
    end
    always @(posedge clk) begin
        if (!resetn || bit_done) begin
            cycle_counter <= {COUNT_REG_LEN{1'b0}};
        end else if (fsm_state == FSM_START || fsm_state == FSM_SEND || fsm_state == FSM_STOP) begin
            cycle_counter <= cycle_counter + 1'b1;
        end
    end
    always @(posedge clk) begin
        if (!resetn) begin
            txd_reg <= 1'b1;  
        end else case (fsm_state)
            FSM_IDLE:  txd_reg <= 1'b1;
            FSM_START: txd_reg <= 1'b0;  
            FSM_SEND:  txd_reg <= tx_data_buffer[0];
            FSM_STOP:  txd_reg <= 1'b1;  
            default:   txd_reg <= 1'b1;
        endcase
    end
endmodule
```

## flow/run.sh

```bash
#!/bin/bash
# OpenROAD 26Q1-2900-gdf79404cd8, Yosys 0.63+post, stock flow scripts
make -C /OpenROAD-flow-scripts/flow DESIGN_CONFIG=/design/flow/config.mk WORK_HOME=/design/flow/orfs finish
```

## flow/config.mk

```make
export PLATFORM = sky130hd
export DESIGN_NAME = UART_module
export DESIGN_NICKNAME = UART_module
export VERILOG_FILES = /design/flow/design.v
export SDC_FILE = /design/flow/constraint.sdc
export NUM_CORES = 4
export LEC_CHECK = 1
export CORE_UTILIZATION = 30
```

## flow/constraint.sdc

```tcl
current_design UART_module

set clk_period 3.5
set clk_io_pct 0.2

create_clock -name clk0 -period $clk_period [get_ports {clk}]

set non_clock_inputs [all_inputs -no_clocks]
set_input_delay [expr $clk_period * $clk_io_pct] -clock clk0 $non_clock_inputs
set_output_delay [expr $clk_period * $clk_io_pct] -clock clk0 [all_outputs]
```

==> run notes <==
flow finished, numbers: status=finished, final reports clean, Setup crit end kind=flip-flop, die area=12750 sq um, Detail Placement HPWL=~4900 um, Worst Max-Slew Pin Slew=slightly below 0.9 ns, Synth Seq Share=0.4340, dominant logic cell type in the layout=dfxtp_1, Port-buffer cells=19, f_max=433.2 MHz, Seq. cell area=between 1500 and 2000 sq um, layout cells sized above 1=0.07026, Mapped Area=approximately 3700 sq um, Crit path buffers/inverters=0, period utilisation layout=0.6595, Initial Utilization=0.3072, CP Launch Type=flip-flop, clock tree buffer depth=2, largest area contributor in the netlist=dfxtp_1, Log Warnings=30, max-slew violations=0, crit-path max cell delay=about 0.64 ns, internal cell power=roughly 0.0015 W, cell mode on critical path=or4_1, Tot GR Track Use=0.1246, PwrDens=~440 nW/um^2, total power=approximately 0.0019 W, TritonCTS buffer count=9, Reg power frac=0.479, core area=roughly 12000 sq um, via count=between 2000 and 3000, most instantiated logic cells after routing=dfxtp_1, nand2_1, mux2i_1, Max FO, Critical Path=9, placer congestion estimate=between 0.8 and 0.9, slowest CP cell=or4_1, Root Buffer=clkbuf_16, Via density=approximately 5, async set-reset flop share out of synthesis=0, CTS H-tree lvls=3, Top cells by area=dfxtp_1, mux2i_1, nand2_1, a211oi_1, nor2_1, antenna violations before repair=0, clock skew=between 0.007 and 0.008 ns, Clock power frac=0.493, Hold WC Path Type=reg2reg, Distinct lib cells used=roughly 46, EDFF count, synth=0, syn avg cell area=between 9 and 10 sq um, logic area=1971 sq um, crit path kind=reg2reg, vias in the first global route=about 2800, Final Hold Vio Count=0, Die H=roughly 110 um, CTS resizes=0, TritonRoute pass-1 iters=4, ANT cells=0, Ys Warns=3, largest net degree at the start of global routing=45, crit path DAT=around 2.6 ns, critical-path cell list=or4b_4 > or4_1 > or4_1 > a21oi_1, VDD IR-drop max=0.2306 mV, first-pass GRT wire length=approximately 13000 um, FP Rows=40, flops out of synthesis=80, wire per inst=12.79 um, Die Width=about 110 um, P_leak=around 1.4 nW, Area Overhead vs Synth=18.11%, clock transition at the registers of the reported paths=~0.060 ns, worst rel slew slack=0.4035, RSZ-0062 raised after global routing=false, post-synth area from yosys stat=~3700 sq um, number of cells in Yosys stat=403, final setup TNS=0 ns, # IOs=20, fill cell count=between 1000 and 1500, Synth Flop Type=dfxtp_1, Switching Power=0.0004005 W, DR DRC count=0, Max Cap Viol=0, Final min period=2.308 ns, initial DRC count=between 90 and 100, Post-CTS Setup Inserts=0, Cells after Synth=around 400, clk latency of the worst-skew pair=~0.33 ns, Gate power share=0.028, count of final setup violators=0, DRT Wirelength=roughly 7300 um, Max-area cell share=0.4340, top flop regs=uart_rx_inst.cycle_counter x14, uart_tx_inst.cycle_counter x14, Sink Count=80, grt ovf=0, Top Family by Delay on Critical Path=simple AND/OR/NAND/NOR gates, Sw Ratio=0.2092, worst path required time=3.75 ns, TritonCTS clock tree=yes, post-route ant nets=0, hold buffer count at cts=0
[cells by family (layout without fill, tap and decap cells)]
logic type | count (synthesis) | in the layout | share of synthesized area
buffers and inverters | 32 | 56 | 0.03323
AND/OR/NAND/NOR | 170 | 170 | 0.2489
XOR/XNOR | 21 | 21 | 0.04985
adder cells (fa/ha/maj) | 9 | 9 | 0.03052
multiplexers | 40 | 40 | 0.1085
flip-flops | 80 | 80 | 0.4340
AND-OR/OR-AND | 51 | 51 | 0.09495
[synthesized netlist by cell type (4+ instances only)]
cell type	instances
a211oi_1	19
a21oi_1	13
and4_1	4
clkbuf_1	15
dfxtp_1	80
ha_1	9
inv_1	13
mux2i_1	40
nand2_1	45
nand2b_1	7
nand3_1	10
nand4_1	11
nor2_1	34
nor3_1	16
o21ai_0	5
o31ai_1	5
or3_1	11
or4_1	5
xnor2_1	9
xor2_1	12
[worst paths after layout]
check	from	to	slack [ns]	depth (start not counted)
setup / recovery	uart_tx_inst.cycle_counter[2]$_SDFFE_PP0P_	uart_tx_inst.bit_counter[3]$_SDFFE_PP0P_	1.19	4
hold / removal	uart_rx_inst.rxd_sync_0$_SDFF_PN1_	uart_rx_inst.rxd_sync_1$_SDFF_PN1_	0.43	1
setup reg to reg	uart_tx_inst.cycle_counter[2]$_SDFFE_PP0P_	uart_tx_inst.bit_counter[3]$_SDFFE_PP0P_	1.19	4
hold reg to reg	uart_rx_inst.rxd_sync_0$_SDFF_PN1_	uart_rx_inst.rxd_sync_1$_SDFF_PN1_	0.43	1
[layer usage]
layer  track usage  up-vias  part of all wire  wire length [um]
met5             0        -                 0                 0
met4       0.01316        0            0.0072                53
met3       0.02183        5             0.027               196
met2        0.2095       36              0.47              3416
met1        0.1774     1356              0.50              3674
li1              -     1491                 -                 -
[final cells by class]
type,count,share of cell area
Clock buffer,11,0.05570
Inverter,14,0.01206
Tap cell,147,0.04220
Multi-Input combinational cell,291,0.4522
Timing Repair Buffer,26,0.05570
Sequential cell,80,0.3675
Clock inverter,5,0.01464
[power by group through the flow]
stage                 clock network [W]  registers (W)  logic (W)
after CTS                      0.000968       0.000917  0.0000549
after global routing            0.00100       0.000917  0.0000605
final                          0.000944       0.000917  0.0000537
[metrics by stage]
stage                     hold WS [ns]  std cells  area, sq um    util  setup slack, ns
after CTS                       0.4441        574         4358  0.3628            1.201
after detailed placement        0.4388        558         4051  0.3373            1.072
after global routing            0.4551        574         4358  0.3628           0.9789
final                           0.4339        574         4358  0.3628            1.192
after floorplan                 0.3863        403         3690       -            1.299
after global placement          0.4343        558         4051  0.3373            1.110
[worst register-to-register path, stage by stage, from the launching register on]
cell	delay [ns]
dfxtp_1	0.34
or4b_4	0.57
or4_1	0.64
or4_1	0.54
a21oi_1	0.15
No activity file was given, so power comes from the tool's default toggle rates.
